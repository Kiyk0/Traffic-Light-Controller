<file path="flow/config.mk">
export PLATFORM = sky130hd
export DESIGN_NAME = trafficLightController
export DESIGN_NICKNAME = trafficLightController
export VERILOG_FILES = /design/flow/design.v
export SDC_FILE = /design/flow/constraint.sdc
export NUM_CORES = 4
export LEC_CHECK = 1
export CORE_AREA = 10 10 78 78
export DIE_AREA = 0 0 88 88
</file>
<file path="flow/constraint.sdc">
current_design trafficLightController

set clk_period 3.1
set clk_io_pct 0.2

create_clock -name clk0 -period $clk_period [get_ports {clk}]

set non_clock_inputs [all_inputs -no_clocks]
set_input_delay [expr $clk_period * $clk_io_pct] -clock clk0 $non_clock_inputs
set_output_delay [expr $clk_period * $clk_io_pct] -clock clk0 [all_outputs]
</file>
<file path="flow/design.v">
module trafficLightController(
    input clk,                   
    input rst,                   
    input [3:0] sensor_1th,      
    input [3:0] sensor_5th,      
    output reg [1:0] Light_north ,Light_south,Light_east,Light_west
);
    parameter DEFAULT_GREEN_TIME = 4'd9;
    parameter EXTENDED_GREEN_TIME = 5'd18;
    parameter YELLOW_TIME = 4'd2;
    parameter RED_TIME = 4'd2;
    parameter ALL_RED = 4'b0000,
              TLNG = 4'b0001,
              TLEG = 4'b0010,
              TLSG = 4'b0100,
              TLWG = 4'b1000,
              TLNY = 4'b1001,
              TLEY = 4'b1010,
              TLSY = 4'b1011,
              TLWY = 4'b1100;
    reg [3:0] current_state, next_state;  
    reg [4:0] timer;  
    always @(posedge clk or posedge rst) begin
        if (rst) begin
            current_state <= ALL_RED;
            timer <= 4'd0;
        end else if (timer == 0) begin
            current_state <= next_state;
            case (next_state)
                TLNG: timer <= (sensor_1th[0] & sensor_5th[0]) ? EXTENDED_GREEN_TIME : DEFAULT_GREEN_TIME;
                TLEG: timer <= (sensor_1th[1] & sensor_5th[1]) ? EXTENDED_GREEN_TIME : DEFAULT_GREEN_TIME;
                TLSG: timer <= (sensor_1th[2] & sensor_5th[2]) ? EXTENDED_GREEN_TIME : DEFAULT_GREEN_TIME;
                TLWG: timer <= (sensor_1th[3] & sensor_5th[3]) ? EXTENDED_GREEN_TIME : DEFAULT_GREEN_TIME;
                TLNY, TLEY, TLSY, TLWY: timer <= YELLOW_TIME;
                ALL_RED: timer <= RED_TIME;
            endcase
        end else begin
            timer <= timer - 1;  
        end
    end
    always @(*) begin
        case (current_state)
            ALL_RED: begin
                if (sensor_1th[0]) next_state = TLNG;
                else if (sensor_1th[1]) next_state = TLEG;
                else if (sensor_1th[2]) next_state = TLSG;
                else if (sensor_1th[3]) next_state = TLWG;
                else next_state = TLNG;  
            end
            TLNG: next_state = TLNY;
            TLEG: next_state = TLEY;
            TLSG: next_state = TLSY;
            TLWG: next_state = TLWY;
            TLNY: next_state = TLEG;
            TLEY: next_state = TLSG;
            TLSY: next_state = TLWG;
            TLWY: next_state = TLNG;
            default: next_state = ALL_RED;  
        endcase
    end
    always @(*) begin
        case (current_state)
            TLNG: {Light_north,Light_east,Light_south,Light_west} = 8'b10000000;  
            TLEG: {Light_north,Light_east,Light_south,Light_west} = 8'b00100000;  
            TLSG: {Light_north,Light_east,Light_south,Light_west} = 8'b00001000;  
            TLWG: {Light_north,Light_east,Light_south,Light_west} = 8'b00000010;  
            TLNY: {Light_north,Light_east,Light_south,Light_west} = 8'b01000000;  
            TLEY: {Light_north,Light_east,Light_south,Light_west} = 8'b00010000;  
            TLSY: {Light_north,Light_east,Light_south,Light_west} = 8'b00000100;  
            TLWY: {Light_north,Light_east,Light_south,Light_west} = 8'b00000001;  
            default: {Light_north,Light_east,Light_south,Light_west} = 8'b00000000;  
        endcase
    end
endmodule
</file>
<file path="flow/run.sh">
#!/bin/bash
# OpenROAD 26Q1-2900-gdf79404cd8, Yosys 0.63+post, stock flow scripts
make -C /OpenROAD-flow-scripts/flow DESIGN_CONFIG=/design/flow/config.mk WORK_HOME=/design/flow/orfs finish
</file>
==> notes.md <==
yosys + openroad results -> diode count 0, Design Power just under 0.001 W, Detail Route Antenna Nets 0, layout cell share with drive strength beyond 1 0.103, Worst Reg2Reg Path Length in Cells 5, critical path class reg2out, total of max-cap violations 0, worst hold stages 1, routed vias/inst 4.79, all-layer global routing usage 0.0579, dominant synthesized flop cell dfrtp_1, Port Buf Inserts 17, yosys stat chip area 847 µm², routability congestion estimate 0.841, total tool warning count 25, post-synth cell types 44, pin count of the biggest net entering global routing 20, vias in the first global route 820, setup TNS 0 ps, root buf cell clkbuf_8, CTS tree built, Post-synth regs 9, post-CTS setup buffer count 0, min Tclk post-route around 2600 ps, Post-Route WL roughly 2200 µm, vias 809, Tightest Pin Transition between 500 and 600 ps, Setup violations, final 0, post-synthesis async set-or-reset flop share 1.00, Synth Seq Share 0.266, hold crit path type reg2reg, skew final 3.74 ps, fin worst setup slack 474 ps, period utilization 0.847, crit start category flop, cell area after synthesis 847 µm², Core Area between 4000 and 5000 µm², cts bufs inserted 3, Critical Path RT between 2000 and 2500 ps, power per cell area 912 nW/µm², synth warn 1, Worst setup startpoint current_state[0], hpwl dp 1710 µm, DR iter-0 viols 48, RSZ-0062 raised after global routing no, clock sinks 9, first-pass detailed-route iteration total 4, Top-area cell share 0.266, row cnt 24, Min Hold Slack between 500 and 600 ps, Post-synth EDFFs 0, Worst VDD drop between 0.2 and 0.3 mV, post-cts repair resize count 0, IO Count 18, Worst EP arrival 2010 ps, chip width approximately 88 µm, max-slew violation count 0, Post-Syn Instances 102, status finished clean, f_max 381 MHz, Rel. slew slack 0.601, Leak 0.415 nW, Hold Path Origin timer[0], drc violations 0, Post-synth area hogs dfrtp_1, nor3_1, nor2_1, buf_6, nand2_1, H-tree depth 1, Die H 88 µm, Fin. Hold Viols 0, dpl ws 506 ps, worst reg2reg endpoint timer[1], Crit Reg-Reg Startpoint current_state[1], mean post-synth cell area 8.30 µm², leading area contributor after synthesis dfrtp_1, initial antenna violation count 0, Clk pin slew, worst setup/hold paths 50 ps, FP Util 0.192, Setup crit end kind primary output, routed len/inst approximately 13 µm, hold buffers post-CTS 0, flop2flop setup slack around 1000 ps, Critical Path End Light_north[1], Area growth, synth to finish 26.4%, utilization after layout 0.243, Longest Clk Path Bufs 2, first-pass GRT wire length 3770 µm, Die ar. 7740 µm², grt total ovfl 0, Crit Path Max Fanout 19, clock latency (worst-skew pair) 230 ps, cell count in the Yosys report 102
==> stage by stage <==
stage,std cells,instance area [µm²]
2_1_floorplan,102,847
3_3_place_gp,165,1030
3_5_place_dp,165,1030
4_1_cts,169,1070
5_1_grt,169,1070
6_report,169,1070
==> cell usage after synthesis, types with 2 or more instances <==
library cell  instances
o21ai_0               3
a22oi_1               2
and3_1                2
nor3_1                9
a21oi_1               5
inv_1                 5
a311oi_1              2
nand2b_1              4
o31ai_1               2
nand2_1               7
a21oi_2               2
nor2_1                9
o2bb2ai_1             2
nor3b_1               2
a21o_1                3
buf_6                 3
a211oi_1              2
mux2i_1               2
nor4_1                3
dfrtp_1               9
==> worst max-delay path: stages (launching register included) <==
cell and delay, ps:
dfrtp_1 670, or3b_1 450, nor2_1 160, clkdlybuf4s50_1 490
==> final cells by class <==
| type | count | area (µm²) |
|---|---|---|
| clock buffers | 4 | 45.0 |
| fillers | 463 | 3340 |
| flip-flops and latches | 9 | 225 |
| repair buffers | 18 | 178 |
| well taps | 52 | 65.1 |
| inverters | 5 | 18.8 |
| multi-input cells | 81 | 539 |
==> sequential cells by signal (all words and copies together) (netlist names) <==
signal and flops:
current_state 4, timer 5
==> how the worst min path moves through the flow <==
stage         endpoint  slack, ps
finish        timer[0]        530
CTS           timer[0]        520
global route  timer[0]        580
==> where the power goes <==
group          internal [W]  switching (W)
Clock             0.0000896      0.0000457
Sequential         0.000171      0.0000943
Combinational      0.000286       0.000290
Total              0.000546       0.000430
==> cells in the final DEF, fill, tap and decap left out, drive strengths merged, types with 2 or more instances in the layout <==
cell / n
clkdlybuf4s50: 17
nor2: 9
nor3: 9
dfrtp: 9
nand2: 7
a21oi: 7
inv: 5
nand2b: 4
clkbuf: 4
a21o: 3
o21ai: 3
nor4: 3
a22oi: 3
nor3b: 2
o31ai: 2
a311oi: 2
a211oi: 2
and3: 2
mux2i: 2
o2bb2ai: 2
or2: 2
==> kinds of logic after synthesis <==
| kind of cell | Yosys count | synth area share |
|---|---|---|
| and+or+nand+nor | 43 | 0.275 |
| AOI/OAI and AO/OA | 32 | 0.290 |
| buffers and inverters | 12 | 0.0975 |
| DFF | 9 | 0.266 |
| muxes | 3 | 0.0369 |
| xor gates and xnor gates | 2 | 0.0207 |
| adders and majority gates | 1 | 0.0148 |
==> metal layers <==
metal | wire, µm | part of all wire | vias up | track usage
met4 | 6 | 0.0027 | 0 | 0.00580
li1 | - | - | 412 | -
met5 | 0 | 0 | - | 0
met2 | 946 | 0.42 | 24 | 0.0873
met3 | 260 | 0.12 | 2 | 0.0262
met1 | 1020 | 0.46 | 371 | 0.0772
Power and IR drop assume default switching activity.
